## /design/flow/config.mk

```make
export PLATFORM = sky130hd
export DESIGN_NAME = regfile
export DESIGN_NICKNAME = regfile
export VERILOG_FILES = /design/flow/design.v
export SDC_FILE = /design/flow/constraint.sdc
export NUM_CORES = 4
export LEC_CHECK = 1
export CORE_UTILIZATION = 40
```

## /design/flow/constraint.sdc

```tcl
current_design regfile

set clk_period 5.1
set clk_io_pct 0.2

create_clock -name clk0 -period $clk_period [get_ports {clk}]

set non_clock_inputs [all_inputs -no_clocks]
set_input_delay [expr $clk_period * $clk_io_pct] -clock clk0 $non_clock_inputs
set_output_delay [expr $clk_period * $clk_io_pct] -clock clk0 [all_outputs]
```

## /design/flow/design.v

```verilog
module regfile(
    input  [4:0]  addr_one,
    input  [4:0]  addr_two,
    input  [4:0]  addr_write,
    input  [31:0] data_write,
    output [31:0] data_one,
    output [31:0] data_two,
    input clk, we
);
reg [31:0] registers [31:0];
assign data_one = registers[addr_one];
assign data_two = registers[addr_two];
always@(posedge clk) begin
    if(we) registers[addr_write] <= data_write;
end
endmodule
```

## /design/flow/run.sh

```bash
#!/bin/bash
# OpenROAD 26Q1-2900-gdf79404cd8, Yosys 0.63+post, stock flow scripts
make -C /OpenROAD-flow-scripts/flow DESIGN_CONFIG=/design/flow/config.mk WORK_HOME=/design/flow/orfs finish
```

==> run notes <==
flow finished, numbers: CTS tree yes, buffer cell driving the clock tree root sky130_fd_sc_hd__clkbuf_16, maximum number of buffers from clock root to sink 3, shortest period the worst path allows 4.69 ns, Setup Buffers After CTS 0, Crit. Startpoint addr_two[0], worst hold path cell count 2, most instantiated logic cells after routing sky130_fd_sc_hd__mux2i_1, sky130_fd_sc_hd__edfxtp_1, sky130_fd_sc_hd__nand3_1, sky130_fd_sc_hd__nand2_1, layout cells sized above 1 0.110, fraction of the core area occupied by cells at floorplan 0.405, portion of total power attributed to combinational logic 0.097, combined area of the multi-input logic cells 16,800 um^2, x dimension of the die about 350 um, Sum Neg Setup Slack 0 ns, length of routed met2 wiring 69.5 mm, RSZ-0062 raised after global routing no, crit start category primary input, switching share of power 0.233, Starting DRT DRC Count 2,068, top cells, area sky130_fd_sc_hd__edfxtp_1, sky130_fd_sc_hd__mux2i_1, sky130_fd_sc_hd__a22oi_1, clock buffer count from CTS 107, worst-path maximum fanout 37, transition time at the pin with the least slew margin roughly 0.86 ns, cell count after synthesis 3,386, post-detailed-route count of antenna-violating nets 0, total of flip-flops plus latches after synthesis between 1,000 and 1,500, synthesis warning total 1, switching power 4340 uW, total routing usage reported by global routing 0.269, pin count of the biggest net entering global routing around 66, cycle use final 0.920, leak pwr 0.0207 uW, number of flip-flops under the largest register name 1,024, CP arrival roughly 3.7 ns, number of failing hold endpoints at the final stage 0, yosys cell count ~3,400, detailed placement HPWL between 80 and 90 mm, Final Core Density 0.468, Regs by FF count registers (1024), yosys synthesis chip area 48,800 um^2, highest routing layer actually used met5, VDD IR max 0.280 mV, DRC Markers 0, Post-Layout Cell Count 5,249, number of levels in the clock H-tree 3, final wirelength 154 mm, layout overhead on the synthesized area 15.5%, Rows 127, Rel. slew slack 0.426, number of inserted filler cells in the final layout 10,400, chip area 123,000 um^2, number of top-level design ports 113, Critical Path Sink Type output port, startpoint-to-endpoint class of the critical path in -> out, Chip Height 351 um, total power per unit cell area 330 nW/um^2, ratio of routed vias to standard cells approximately 5.9, CORE AREA 120,000 um^2, cts-stage hold buffer count 0, average routed wire per standard cell 29.3 um, start point of the worst hold path data_write[3], synthesized area per cell between 10 and 15 um^2, final tally of max-slew violations 0, outcome finished, final reports clean, maximum clock frequency 213 MHz, met3 routed wirelength between 20 and 25 mm, clock transition at the register clock pins on the worst setup and hold paths after CTS approximately 0.06 ns, Internal around 14,000 uW, Met1 Wirelength 55.9 mm, Hold Crit Class in -> reg, number of global-route vias before repair 32,200, Maximum Capacitance Violations 0, global-route wire length before repair roughly 220 mm, distinct cell type count of the synthesized netlist 23, sequential standard cell area 30,700 um^2, fraction of power consumed by sequential logic 0.505, overflow left after global routing 0, final weighted congestion in routability-driven placement around 0.9, part of the total power dissipated in the clock network 0.397, # placed instances 5,054, register area share after synthesis 0.630, post-synthesis cell type with the largest combined area sky130_fd_sc_hd__edfxtp_1, detailed-route via count 31,100, # port buffers around 110, number of warning messages in the logs 26, drt first pass iters 6, largest register by flop count registers, critical path data required time ~4 ns, number of sinks handled by clock tree synthesis roughly 1,000, worst min-delay path endpoint registers[11][3]$_DFFE_PP_, Yosys top cell area share 0.630, synthesized cell area 48,800 um^2, number of antenna violations at the first check in global routing 5, Resized Gates After CTS 0, endpoints failing setup 0
## synth_stat cells, drive strengths merged
cell	number
edfxtp	1024
mux2i	1024
nand2	195
nand3	194
a21oi	192
a22oi	192
buf	163
a22o	128
clkbuf	90
a31oi	64
nor3	64
nor2	35
nand3b	5
nand2b	4
nor2b	4
or3b	3
and2	2
or2	2
or3	1
## worst max path at each step
stage,to,cells after the start
after CTS,data_two[10],8
after global routing,data_two[4],9
final,data_two[10],8
## metal layers
| metal | track usage | vias to the layer above |
|---|---|---|
| met5 | 0.00314 | - |
| met4 | 0.0776 | 10 |
| met3 | 0.166 | 329 |
| met2 | 0.392 | 1700 |
| met1 | 0.349 | 15300 |
| li1 | - | 13700 |
## worst max-delay path, stage by stage
cell                              delay, ns
sky130_fd_sc_hd__clkdlybuf4s50_1       0.66
sky130_fd_sc_hd__nor2b_4               0.28
sky130_fd_sc_hd__buf_12                0.25
sky130_fd_sc_hd__buf_4                 0.24
sky130_fd_sc_hd__a21oi_1               0.11
sky130_fd_sc_hd__a31oi_1               0.31
sky130_fd_sc_hd__nand3_1               0.26
sky130_fd_sc_hd__clkdlybuf4s50_1       0.48
## logic make-up after synthesis
logic type / after synthesis / share of synthesized area
mux: 1024 / 0.210
flops: 1024 / 0.630
compound gates: 576 / 0.0804
simple gates: 509 / 0.0471
buf+inv: 253 / 0.0321
## layout make-up
class                           count  share of cell area
Clock inverter                     66             0.00864
Multi-Input combinational cell   2109               0.298
Antenna cell                        2           0.0000888
Timing Repair Buffer              309              0.0623
Tap cell                         1612              0.0358
Clock buffer                      127              0.0496
Sequential cell                  1024               0.546
## power groups by stage
stage	Clock [uW]	Combinational [uW]	Sequential, uW
after CTS	7480	1800	9400
after global routing	7820	1920	9410
final	7400	1810	9400
## through the flow
step / setup slack, ns / total power [uW] / hold WS, ns / area [um^2]
floorplan: 1.65 / 10500 / 1.12 / 48800
global route: 0.309 / 19200 / 1.17 / 56300
CTS: 0.416 / 18700 / 1.14 / 56300
finish: 0.408 / 18600 / 1.16 / 56300
detailed placement: 0.417 / 11400 / 1.85 / 53100
global placement: 0.430 / 11400 / 1.85 / 53100
Power and IR drop assume default switching activity.
